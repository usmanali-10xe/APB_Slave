File: flow/design.v
module APB_Slave#( parameter DWIDTH = 32, AWIDTH = 5)            
(   input                                      PCLK,             
    input                                   PRESETn,             
    input                                     PSELx,             
    input                                   PENABLE,             
    input                        [AWIDTH-1:0] PADDR,             
    input                                    PWRITE,             
    input                       [DWIDTH-1:0] PWDATA,             
    output reg                  [DWIDTH-1:0] PRDATA,             
    output                                   PREADY,             
    output                                   PSLVERR             
);  
    localparam                  [2:0] IDLE   = 3'b000;           
    localparam                  [2:0] READY  = 3'b001;           
    localparam                  [2:0] READ   = 3'b010;           
    localparam                  [2:0] WRITE  = 3'b011;           
    localparam                  [2:0] ERROR  = 3'b100;           
    reg                           [2:0] current_state;           
    reg                           [2:0]    next_state;           
    reg           [DWIDTH-1:0] mem_arr[2**AWIDTH-1:0];           
    wire          [AWIDTH-1:0]           base_address;           
    wire                                   PADDR_VALID;          
always @(posedge PCLK,negedge PRESETn)
    if(!PRESETn)
        current_state <= IDLE;  
    else
        current_state <= next_state;  
always @(*)
begin
    case(current_state)  
        IDLE : 
                next_state <= PSELx? READY:IDLE;  
        READY: 
                next_state <= !PSELx?                IDLE   
                            : !PADDR_VALID?         ERROR  
                            : !PENABLE?             READY  
                            : !PWRITE?              READ
                            :                       WRITE; 
        WRITE: 
                next_state <= !PSELx?                IDLE   
                            : !PENABLE?             READY  
                            :                       WRITE; 
        READ : 
                next_state <= !PSELx?                IDLE   
                            : !PENABLE?             READY  
                            :                       READ;  
        ERROR: 
                next_state <= PSELx&!PADDR_VALID?   ERROR  
                            : PSELx?                READY  
                            :                       IDLE;  
        default:
                next_state <= IDLE;
    endcase
end
always @(*)
begin
    if(current_state==WRITE)
        mem_arr[PADDR] <= PWDATA;
    if(current_state==READ)
        PRDATA <= mem_arr[PADDR];
    else
        PRDATA<= {(2**AWIDTH-1){1'bz}};
end
    assign base_address[AWIDTH-1:0] = 'b0;
    assign PADDR_VALID = (PADDR>base_address) || (PADDR<(2**AWIDTH-1+base_address));
    assign PREADY= (current_state==READY);
    assign PSLVERR= (current_state==ERROR);
endmodule
File: flow/run.sh
#!/bin/bash
# OpenROAD 26Q1-2900-gdf79404cd8, Yosys 0.63+post, stock flow scripts
make -C /OpenROAD-flow-scripts/flow DESIGN_CONFIG=/design/flow/config.mk WORK_HOME=/design/flow/orfs finish
File: flow/config.mk
export PLATFORM = sky130hd
export DESIGN_NAME = APB_Slave
export DESIGN_NICKNAME = APB_Slave
export VERILOG_FILES = /design/flow/design.v
export SDC_FILE = /design/flow/constraint.sdc
export NUM_CORES = 4
export LEC_CHECK = 1
export CORE_UTILIZATION = 40
File: flow/constraint.sdc
current_design APB_Slave

set clk_period 14.8
set clk_io_pct 0.2

create_clock -name clk0 -period $clk_period [get_ports {PCLK}]

set non_clock_inputs [all_inputs -no_clocks]
set_input_delay [expr $clk_period * $clk_io_pct] -clock clk0 $non_clock_inputs
set_output_delay [expr $clk_period * $clk_io_pct] -clock clk0 [all_outputs]
==> metrics.cfg <==
[setup_path]
cp.arrival_ns=7.36
reg2regPathDepth=5
crit_fanout=62
cp.required_ns=11.84
crit_path_start_kind=primary input
end_kind=output port
path_class=primary input to output port
r2r_slack_ns=13.54

[timing]
rsz0062_at_grt=false
unclocked_pins=1024
fin_crit_sh_pct=69.74
setup_viol_count_final=0
finalClockSkew_ns=0.003333
finalHoldViolCount=0
relSlewSlack_pct=20.23
worst_slew_pin_slew_ns=1.166
setup_tns_ns=0
untimed_endpoints=1024
fmaxAchievable_ghz=0.09688
slew_viol_final=0
min_period_ns=10.32

[global_routing]
antenna_found_initial=5
grt_pass1_wl_um=134500
grt_usage_pct=32.36
gr-max-usage-layer=met2
grt_overflow=0
met1_usage_pct=43.09
grtUsageMet2_pct=47.04
grt_max_degree=116
grt_pass1_vias=19090
use_met3_pct=13.66

[flow_run]
cap_violations=0
warnings=28

[yosys]
syn_area_mm2=0.02351
synth_area_per_cell_um2=9.741
syn_inst=2414
yosysTopAreaCellShare_pct=65.49
topCellsByArea=dlxtn_1 (65%), nand3_1 (10%), a22oi_1 (4.9%), nand4_1 (3.5%), and3_1 (2.3%)
largest_area_cell=dlxtn_1
yosysCellCount=2414
ys_top_cells_by_count=dlxtn_1 (1024), nand3_1 (491), a22oi_1 (153)
yosys_warnings=3
edf_count=0
ys_sh_mux_pct=0.04789
numSynthFlops=1029
synthAoiAreaFrac_pct=9.514
ys_chip_area_mm2=0.02351
ys_sh_simple_pct=20.72
ys.flop_type=dlxtn_1
async_flop_share_pct=0.4859
ys_types=45
ys_sh_xor_pct=0
ys_sh_adder_pct=0
top_logic_kind=simple AND/OR/NAND/NOR gates
yosysMostFrequentCell=dlxtn_1

[die]
die_w_um=244.5
die_h_um=244.5
floorplan.core_util_pct=40.60
fp.coreArea_mm2=0.05792
row_count=88
pin_count=76
die-area_mm2=0.05976

[routing]
vias=19860
drtIter0Drc=1805
dr.pass1.iters=5
totalWireLength_um=92780
wl_per_cell_um=29.21
drc_errors=0
vias_per_cell=6.252
antenna_left=0

[clocking]
tritoncts=yes
post_cts_resize_count=0
cts_setup_buffers=0
cts_inserted_buffers=3
insertion_delay_ns=0.22
ctsHoldBuffers=0
clockBufferDepth=2
cts.clk_slew.worst_paths_ns=0.03
cts-root-buf=clkbuf_16
cts.htree.levels=1

[power_and_ir_drop]
power_leakage_nw=11.30
p_per_area_mw_per_mm2=19.28
ir_worst_vdd_mv=0.05025

[run_status]
status=complete, no violations

[place]
dpl.cell_count=3170
gp_congestion=0.9490
detailed_place_hpwl_um=54510
port_buffers=75

[layout]
area_growth_pct=7.859
fin_cells=3176
drive_above_1_share_pct=5.604

[worst_hold_path]
hp-class=flop to flop
hold_depth=2

==> through the flow <==
| stage | total power [mW] | setup WS (ns) | utilization [%] | instance area (µm²) | hold slack (ns) |
|---|---|---|---|---|---|
| finish | 0.4890 | 4.478 | 43.79 | 25360 | 0.5123 |
| global route | 0.5166 | 4.454 | 43.78 | 25360 | 0.5872 |
| CTS | 0.4843 | 4.627 | 43.78 | 25360 | 0.5159 |
| detailed placement | 0.4380 | 4.647 | 43.65 | 25280 | 0.5039 |
| global placement | 0.4340 | 4.655 | 43.65 | 25280 | 0.4842 |
| floorplan | 0.3152 | 7.397 | - | 23510 | 0.4464 |
==> power by group <==
| group | leakage (nW) | total (mW) | switching (mW) | internal (mW) |
|---|---|---|---|---|
| Clock | 0.0382 | 0.0434 | 0.00779 | 0.0356 |
| Sequential | 8.40 | 0.227 | 0.0337 | 0.193 |
| Combinational | 2.86 | 0.219 | 0.160 | 0.0592 |
==> cells by family after synthesis <==
| family | after synthesis |
|---|---|
| AOI/OAI and AO/OA | 302 |
| DFF | 5 |
| muxes | 1 |
| latches | 1024 |
| buffers and inverters | 204 |
| other | 1 |
| and+or+nand+nor | 877 |
==> critical path, cell delays in order <==
cell	delay, ns
clkdlybuf4s50_1	0.90
and2b_4	0.40
buf_4	0.62
and2_1	0.94
a22oi_1	0.22
and3_1	0.22
a31oi_1	0.44
clkdlybuf4s50_1	0.59
==> placed cells by master (no fill, tap or decap), drive strengths merged, types with 27 or more instances in the layout <==
cell / count
clkdlybuf4s50: 75
and3: 86
a31oi: 31
buf: 112
nand2: 36
a22oi: 153
o21ai: 30
and4: 29
nor4: 27
nand4: 130
nand3: 491
a22o: 29
dlxtn: 1024
a2111oi: 34
and2: 34
==> per-layer routing <==
metal	wire (µm)	vias to the layer above
li1	-	8645
met4	5052	6
met2	40540	1308
met1	34550	9603
met5	40	-
met3	12590	295
==> cell type report <==
cell class	count	area [µm²]
tap	765	957.2
inverter	8	30.03
clock buffer	4	78.83
timing repair buffer	187	1604
sequential	1029	15500
fill	5462	32550
multi-input combinational	1181	7186
antenna	2	5.005
==> registers in the layout (all words and copies together), names as in the netlist <==
register and count:
mem_arr 1024, current_state 5
==> final timing paths <==
check	from	end
max in group asynchronous	PRESETn	current_state[0]
min reg2reg	current_state[1]	current_state[3]
min	current_state[1]	current_state[3]
min in group asynchronous	PRESETn	current_state[2]
max	PADDR[0]	PRDATA[12]
max reg2reg	current_state[2]	current_state[3]
Power figures rest on the tool's default switching activity, not on a simulated workload.
